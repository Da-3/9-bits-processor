==> design/flow/design.v <==
module processor_9_bits #(parameter mv =3'b000,
                          parameter mvi=3'b001,
			  parameter add=3'b010,
			  parameter sub=3'b011,
			  parameter T0 =2'b00,
			  parameter T1 =2'b01,
			  parameter T2 =2'b10,
			  parameter T3 =2'b11)
(clock,aResetn,Run,DataIn,Bus_Wires,Done);
input clock;
input aResetn;
input Run;
input DataIn;
output reg [8:0]Bus_Wires;
output reg Done;
reg [1:0] Tcycle_D;
reg [1:0] Tcycle_Q;
reg [0:7] Rin, Rout;
wire [0:7] Xregn,Yregn;
reg DinOut, Gout, Ain, Gin, IRin, AddSub;
wire [8:0] R0, R1, R2, R3, R4, R5, R6, R7, IR, G, A;
reg[2:0] I;
reg[9:0] sel;
reg[8:0] sum;
always
begin
I = IR[8:0];
end
dec3to8 dec1(.in(IR[5:3]), .enable(1),.out(Xregn));
dec3to8 dec2(.in(IR[2:0]), .enable(1),.out(Yregn)); 
always @(posedge clock or negedge aResetn)
begin
if (aResetn==0)
    Tcycle_Q =T0;
else 
     Tcycle_Q = Tcycle_D;
end 
always @(Tcycle_Q or Run or Done)
begin
case(Tcycle_Q)
T0:begin
    if (Run==0)
     Tcycle_D = T0;
     else
     Tcycle_D = T1;
end
T1:begin
    if (Done==1)
     Tcycle_D = T0;
     else
     Tcycle_D = T2;
end
T2:Tcycle_D = T3;
T3:Tcycle_D = T0;
endcase 
end 
always @(Tcycle_D or I)
begin
DinOut = 0; Gout = 0; Ain = 0; Gin = 0; IRin = 0;
AddSub = 0; Rin  =8'b00000000; Rout =8'b00000000; Done =0;
case (Tcycle_Q)
T0:IRin =1;
T1:case(I)
   mv:begin 
	   Rout  =Yregn;  Rin =Xregn; Done =1;
	end
   mvi:begin
   DinOut =1; Rin =Xregn; Done =1;
	end
   add:begin
	Rout  = Xregn;  Ain =1;
	end
   sub:begin
	Rout  =Xregn;   Ain =1;
	end
   endcase
T2:case(I)
   add:begin
	Rout =Yregn; Gin =1;
	end
   sub:begin
	Rout =Yregn; Gin =1; AddSub =1;
	end
   endcase
T3:case(I)
   add:begin
	Gout =1; Rin =Xregn; Done =1;
	end
   sub:begin 
	Gout =1; Rin =Xregn; Done =1;
	end
   endcase
endcase
end
always @(A or Bus_Wires) 
begin
    if (AddSub == 1) 
        sum = A + Bus_Wires;   
    else 
        sum = A - Bus_Wires;   
end    
always @(DinOut or Rout or Gout) 
begin
    sel = {DinOut, Rout, Gout};
end
always @(DataIn or R0 or R1 or R2 or R3 or R4 or R5 or R6 or R7 or G or sel)
begin
case(sel)
8'b1000000000:Bus_Wires = DataIn;
8'b0100000000:Bus_Wires = R0;
8'b0010000000:Bus_Wires = R1;
8'b0001000000:Bus_Wires = R2;
8'b0000100000:Bus_Wires = R3;
8'b0000010000:Bus_Wires = R4;
8'b0000001000:Bus_Wires = R5;
8'b0000000100:Bus_Wires = R6;
8'b0000000010:Bus_Wires = R7;
8'b0000000001:Bus_Wires = G;
8'b0000000000:Bus_Wires =DataIn;
endcase
end
 reg_n #(.N(9))Reg0 (.clock(clock), .enable(Rin[0]), .D(Bus_Wires), .Q(R0));
 reg_n #(.N(9))Reg1 (.clock(clock), .enable(Rin[1]), .D(Bus_Wires), .Q(R1));
 reg_n #(.N(9))Reg2 (.clock(clock), .enable(Rin[2]), .D(Bus_Wires), .Q(R2));
 reg_n #(.N(9))Reg3 (.clock(clock), .enable(Rin[3]), .D(Bus_Wires), .Q(R3));
 reg_n #(.N(9))Reg4 (.clock(clock), .enable(Rin[4]), .D(Bus_Wires), .Q(R4));
 reg_n #(.N(9))Reg5 (.clock(clock), .enable(Rin[5]), .D(Bus_Wires), .Q(R5));		
 reg_n #(.N(9))Reg6 (.clock(clock), .enable(Rin[6]), .D(Bus_Wires), .Q(R6));
 reg_n #(.N(9))Reg7 (.clock(clock), .enable(Rin[7]), .D(Bus_Wires), .Q(R7));
 reg_n #(.N(9))Reg8 (.clock(clock), .enable(Ain), .D(Bus_Wires), .Q(A));		
 reg_n #(.N(9))Reg9 (.clock(clock), .enable(IRin),.D(DataIn),    .Q(IR));					
 reg_n #(.N(9))Reg10(.clock(clock), .enable(Gin), .D(sum), .Q(G));
endmodule
module dec3to8 (in,enable,out);
input [2:0]in;
input enable;
output reg [0:7] out;
always @(in or enable) 
begin
   if(enable==1)
	begin
     case(in)
        3'b000 :out = 8'b10000000;
        3'b001 :out = 8'b01000000;
        3'b010 :out = 8'b00100000;
        3'b011 :out = 8'b00010000;
        3'b100 :out = 8'b00001000;
        3'b101 :out = 8'b00000100;
        3'b110 :out = 8'b00000010;
        3'b111 :out = 8'b00000001;
		  default: out = 8'b00000000;
      endcase
	end
		else out = 8'b00000000;
end
endmodule 
module reg_n #(parameter N=9)
       (clock,enable,D,Q);
input clock;
input enable;
input [N-1:0]D;
output reg [N-1:0]Q;
always @(posedge clock) 
begin
    if (enable==1)
	 Q<=D;
end
endmodule 
==> design/flow/run.sh <==
#!/bin/bash
# OpenROAD 26Q1-2900-gdf79404cd8, Yosys 0.63+post, stock flow scripts
make -C /OpenROAD-flow-scripts/flow DESIGN_CONFIG=/design/flow/config.mk WORK_HOME=/design/flow/orfs finish
==> design/flow/config.mk <==
export PLATFORM = sky130hd
export DESIGN_NAME = processor_9_bits
export DESIGN_NICKNAME = processor_9_bits
export VERILOG_FILES = /design/flow/design.v
export SDC_FILE = /design/flow/constraint.sdc
export NUM_CORES = 4
export LEC_CHECK = 1
export CORE_AREA = 10 10 70 70
export DIE_AREA = 0 0 80 80
==> design/flow/constraint.sdc <==
current_design processor_9_bits

set clk_period 1.5
set clk_io_pct 0.2

create_clock -name clk0 -period $clk_period [get_ports {clock}]

set non_clock_inputs [all_inputs -no_clocks]
set_input_delay [expr $clk_period * $clk_io_pct] -clock clk0 $non_clock_inputs
set_output_delay [expr $clk_period * $clk_io_pct] -clock clk0 [all_outputs]
==> reports/qor.yml <==
mostFrequentLayoutCells: "8 x conb_1, 4 x clkdlybuf4s50_1, 3 x dfrtp_1, 3 x clkbuf_4, 3 x buf_4"
clockBufferDepth: 2
route.detailed.drc: 0
dp.cells: 78
htreeDepth: 1
vias_per_cell: 2.11
dieArea_sq_um: 6400
grt_pass1_vias: 198
reg2reg_from: "Tcycle_Q[1]"
crit_buf_inv: 1
grt_util_met2_pct: 2.73
insertion_delay_ns: 0.24
p_leak_nw: 0.196
pwr-share-seq_pct: 49.6
pre_cts_slack_ns: 0.133
numSynthFlops: 7
portBuffers: 5
ant_nets: 0
post_cts_buffers: 0
seqCellArea_sq_um: 166
end_kind: "output port"
cts_made_buffers: 3
synth.largest_area_cell: "dfrtp_1"
critical_path.top_delay_family: "flip-flops"
finish.instance_area_sq_um: 428
dp_hpwl_um: 448
hold_buffers: 0
final.min_clock_period_ns: 1.38
row_count: 21
slew_violations: 0
tool_warnings: 25
yosys_area_sq_um: 307
worstPathMaxFanout: 4
tns_ns: 0
gp_congestion: 0.669
diodes: 0
power_mw: 0.348
hp-class: "in2async"
yosys-top-cells-area: "dfrtp_1 24%, buf_4 20%, edfxtp_1 9.8%, dfstp_2 8.6%, dfxtp_1 6.5%"
timing.final.ws_setup_ns: 0.120
combPwrFrac_pct: 4.5
gr-total-overflow: 0
routedWlPerCell_um: 6.29
via_count: 173
die_h_um: 80
finalSetupViolations: 0
peakVddDrop_uv: 97.6
placed_cell_area_sq_um: 403
worstSetupStartpointType: "flip-flop"
drive_gt1_share_pct: 25.0
fin_skew_ns: 0.00250
ios: 14
drt_pass1_iterations: 2
lay_top_count: "conb_1"
grt_first_pass_wirelength_um: 841
reg2regPathDepth: 2
nFillCells: 391
top_area_share_pct: 24.5
critPathLaunch: "Tcycle_Q[0]"
netSwitchingPower_mw: 0.0658
coreArea_sq_um: 3420
cts_tree: "built"
grt_max_degree: 5
cpPeakStageDelay_ns: 0.55
crit_cells: 2
p_clk_share_pct: 45.9
hold_viol: 0
cp.arrival_ns: 1.08
p_per_area_nw_per_um2: 812
synthToLayoutAreaGrowth_pct: 39.6
drt_wl_total_um: 516
avgSynthCellArea_sq_um: 12.3
outcome: "finished, final reports clean"
post_cts_resized: 1
critical_path_class: "reg2out"
unclocked_pins: 1
slowest_stage: "dfstp_2"
untimed_endpoints: 2
gr-usage-all-layers_pct: 1.51
ys_warn_count: 8
fin_crit_sh_pct: 92.0
drtIter0Drc: 12
internal-power_mw: 0.282
grtUsageMet1_pct: 1.48
comb_area_sq_um: 103
path_cells: "nor3_2, dlygate4sd2_1"
fmaxAchievable_ghz: 0.725
instances_no_fill: 82
synth_cell_type_count: 16
rrSetupSlack_ns: 0.48
synth_area_sq_um: 307
ys_cells: 25
drv_cap: 0
cts_root_buffer: "clkbuf_4"
globalRouteMet3Util_pct: 0.341
fp_util_pct: 8.97
antenna_found_initial: 0
clkTransAtPathRegs_ns: 0.05
syn_inst: 25
gr-max-usage-layer: "met2"
cp.required_ns: 1.20
p_sw_share_pct: 18.9
die_w_um: 80
grt_setup_unrepaired: "false"
synthesized netlist by cell type:
library cell	instances
buf_4	8
nor3_2	1
dfxtp_1	1
a211o_1	1
conb_1	1
dfrtp_1	3
inv_1	1
nor3b_1	1
dfstp_2	1
edfxtp_1	1
nor3_4	1
o21a_1	1
and2_1	1
mux2i_1	1
dlxtn_1	1
nor2b_1	1
worst paths after layout:
kind	end
hold / removal	Tcycle_Q[1]
setup / recovery	Done
setup reg to reg	Reg9.Q[0]
max in group asynchronous	Tcycle_Q[0]
hold reg to reg	Yregn[0]
min in group clk0	Yregn[0]
power by group through the flow:
| stage | clock network (mW) | registers, mW | logic (mW) |
|---|---|---|---|
| CTS | 0.169 | 0.172 | 0.0168 |
| global route | 0.184 | 0.172 | 0.0183 |
| finish | 0.160 | 0.172 | 0.0158 |
cells by family after synthesis:
group | synth area share, %
mux | 3.27
compound gates | 5.31
simple gates | 15.1
latches | 4.90
buf+inv | 20.8
flops | 49.4
other cells | 1.22
stage by stage:
step / util (%) / hold WS (ns)
6_report: 12.5 / 0.253
5_1_grt: 12.5 / 0.243
3_5_place_dp: 11.8 / 0.462
3_3_place_gp: 11.8 / 0.449
4_1_cts: 12.5 / 0.246
2_1_floorplan: - / 0.00441
cell type report:
cell class	instances	share of cell area, %
clock buffer	4	6.14
tap	46	13.5
multi-input combinational	16	24.0
timing repair buffer	8	16.7
sequential	7	38.9
inverter	1	0.877
registers in the layout, indices dropped and copies added, names as in the netlist:
name / count
Tcycle_Q: 4
Reg9.Q: 1
Yregn: 1
Bus_Wires: 1
routing by layer:
metal  up-vias  routed length, um
li1         89                  -
met5         -                  0
met1        77                172
met4         0                 15
met2         5                291
met3         2                 36
Power figures rest on the tool's default switching activity, not on a simulated workload.
